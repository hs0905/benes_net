==> design.v <==
module switch_module(
    input logic [3:0]i_port_0,
    input logic [3:0]i_port_1,
    input logic clk,
    input logic switch_set,
    output logic [3:0]o_port_0,
    output logic [3:0]o_port_1
);
always_comb begin
    if(!switch_set) 
    begin
        o_port_0 = i_port_0;
        o_port_1 = i_port_1;        
    end
    else begin
        o_port_0 = i_port_1;
        o_port_1 = i_port_0;
    end
end
endmodule
module network_module(
    input logic clk,
    input logic [3:0]i_port[7:0],
    input logic [3:0]switch_set[4:0], 
    output logic [3:0]o_port[7:0]
    );
    logic [3:0]stage0_result[7:0];
    logic [3:0]stage1_result[7:0];
    logic [3:0]stage2_result[7:0];
    logic [3:0]stage3_result[7:0];
    logic [3:0]stage4_result[7:0];
    logic [3:0]stage0_reg[7:0];
    logic [3:0]stage1_reg[7:0];
    logic [3:0]stage2_reg[7:0];
    logic [3:0]stage3_reg[7:0];
    always_ff@(posedge clk)begin  
        stage0_result <= stage0_reg;
        stage1_result <= stage1_reg;
        stage2_result <= stage2_reg;
        stage3_result <= stage3_reg;
        end
        stage_module stage0(
            .clk(clk),
            .i_port(i_port[7:0]),
            .switch_set(switch_set[0]),
            .o_port(stage0_reg[7:0])
        );
        stage_module stage1(
            .clk(clk),
            .i_port({stage0_result[0],stage0_result[2],stage0_result[4],stage0_result[6],
                    stage0_result[1],stage0_result[3],stage0_result[5],stage0_result[7]}),
            .switch_set(switch_set[1]),
            .o_port(stage1_reg[7:0])
        );
        stage_module stage2(
            .clk(clk),
            .i_port({stage1_result[0],stage1_result[2],stage1_result[1],stage1_result[3],
                    stage1_result[4],stage1_result[6],stage1_result[5],stage1_result[7]}),
            .switch_set(switch_set[2]),
            .o_port(stage2_reg[7:0])
        );
        stage_module stage3(
            .clk(clk),
            .i_port({stage2_result[0],stage2_result[2],stage2_result[1],stage2_result[3],
                    stage2_result[4],stage2_result[6],stage2_result[5],stage2_result[7]}),
            .switch_set(switch_set[3]),
            .o_port(stage3_reg[7:0])
        );
        stage_module stage4(
            .clk(clk),
            .i_port({stage3_result[0],stage3_result[4],stage3_result[1],stage3_result[5],
                    stage3_result[2],stage3_result[6],stage3_result[3],stage3_result[7]}),
            .switch_set(switch_set[4]),
            .o_port(o_port[7:0])
    );
endmodule
module stage_module(
    input logic [3:0]i_port[7:0],
    output logic [3:0]o_port[7:0],
    input logic clk,
    input [3:0]switch_set
    );
    generate
        for(genvar i = 0; i<4; i=i+1) begin : switch_instance
        switch_module s(
            .i_port_0(i_port[2*i]),
            .i_port_1(i_port[2*i + 1]),
            .clk(clk),
            .switch_set(switch_set[i]),
            .o_port_0(o_port[2*i]),
            .o_port_1(o_port[2*i + 1])
        );
        end
    endgenerate
endmodule
==> run.sh <==
#!/bin/bash
# OpenROAD 26Q1-2900-gdf79404cd8, Yosys 0.63+post, stock flow scripts
make -C /OpenROAD-flow-scripts/flow DESIGN_CONFIG=/design/flow/config.mk WORK_HOME=/design/flow/orfs finish
==> config.mk <==
export PLATFORM = sky130hd
export DESIGN_NAME = network_module
export DESIGN_NICKNAME = network_module
export VERILOG_FILES = /design/flow/design.v
export SDC_FILE = /design/flow/constraint.sdc
export NUM_CORES = 4
export LEC_CHECK = 1
export CORE_UTILIZATION = 30
export SYNTH_HDL_FRONTEND = slang
==> constraint.sdc <==
current_design network_module

set clk_period 1.4
set clk_io_pct 0.2

create_clock -name clk0 -period $clk_period [get_ports {clk}]

set non_clock_inputs [all_inputs -no_clocks]
set_input_delay [expr $clk_period * $clk_io_pct] -clock clk0 $non_clock_inputs
set_output_delay [expr $clk_period * $clk_io_pct] -clock clk0 [all_outputs]
==> flow_summary.json <==
{
  "outcome": "complete, no violations",
  "cts.htree.levels": 4,
  "viasPerCell": 4.220,
  "drc_errors": 0,
  "die_x_um": 125.7,
  "path_clk_slew_ns": 0.06,
  "drive_gt1_share_pct": 64.15,
  "cts_tree": "yes",
  "ys_cells": 308,
  "fin_skew_ns": 0.01222,
  "rsz0062_at_grt": "yes",
  "setup_violations": 0,
  "syn_inst": 308,
  "syn_avg_cell_area_um2": 14.90,
  "log.warning_count": 27,
  "drt_iter0_drc": 97,
  "crit_path_end_kind": "primary output",
  "max-slew-margin-rel_pct": 76.05,
  "finalCriticalPeriod_ns": 1.390,
  "power_mw": 9.807,
  "power.density_nw_per_um2": 1548,
  "hold_viol_final": 0,
  "drv_slew": 0,
  "grt_pass1_vias": 2673,
  "ys.flops": 128,
  "cts_made_buffers": 17,
  "dieHeight_um": 125.7,
  "yosysUniqueCellTypes": 3,
  "diodes": 0,
  "gp_congestion": 0.7878,
  "cts_buffer_depth": 2,
  "worstPathMaxFanout": 2,
  "core_um2": 14750,
  "dp_slack_ns": -0.6091,
  "wl_per_cell_um": 13.33,
  "lay_top_count": "mux2_2",
  "die_area_um2": 15800,
  "fin_ws_ns": 0.01042,
  "clockRootBuffer": "clkbuf_16",
  "final_cell_count_no_fill": 608,
  "min_period_over_period_pct": 99.26,
  "ant_nets": 0,
  "ctsHoldBuffers": 0,
  "initCoreUtil_pct": 31.11,
  "track_usage_pct": 10.94,
  "tightest_slew_ns": 0.3582,
  "ios": 85,
  "overflow": 0,
  "grt_max_degree": 17,
  "firstDrtPassIters": 24,
  "port_buffers": 84,
  "irDropWorstVdd_mv": 0.7134,
  "netlist_area_um2": 4589,
  "drv_cap": 0,
  "grt_pass1_wl_um": 13270,
  "wl_um": 8105,
  "postCtsSetupBuffers": 0,
  "clk_latency_ns": 0.40,
  "ys_area_um2": 4589,
  "critPathArrivalTime_ns": 1.11,
  "grt_antenna_before_repair": 0,
  "final_cell_area_um2": 6335,
  "utilization_pct": 42.94,
  "max_freq_mhz": 719.6,
  "dp_hpwl_um": 6049,
  "syn_to_final_growth_pct": 38.03,
  "clkSinkCount": 128,
  "hp-class": "flip-flop to flip-flop",
  "row_count": 44,
  "worst_setup_path_start_kind": "flip-flop",
  "cp.required_ns": 1.12,
  "num_vias": 2566,
  "most-common-layout-cells": "mux2_2 (131), dfxtp_1 (101), clkdlybuf4s50_1 (48), mux2_4 (29)",
  "synth_warnings": 0,
  "place_area_um2": 5723,
  "leakagePower_nw": 2.614,
  "synth_seq_share_pct": 55.83,
  "dp_cells": 576,
  "worstSetupPathType": "flip-flop to primary output"
}
==> cells by family (layout without fill, tap and decap cells) <==
| kind of cell | after synthesis | after routing | synth area share [%] |
|---|---|---|---|
| multiplexers | 160 | 160 | 39.26 |
| buffers and inverters | 20 | 136 | 4.907 |
| flip-flops | 128 | 128 | 55.83 |
==> through the flow <==
step	TNS, ns	hold slack, ns
2_1_floorplan	0	0.4244
3_3_place_gp	-17.92	0.4653
3_5_place_dp	-18.39	0.4620
4_1_cts	-0.003889	0.4813
5_1_grt	-0.1616	0.4958
6_report	0	0.4773
==> final cells by class <==
type	count	area [um2]
multi-input combinational	160	1911
fill	1334	8419
timing repair buffer	104	1011
clock buffer	17	425.4
tap	184	230.2
clock inverter	15	161.4
sequential	128	2596
==> synth_stat cells <==
cell type  number  share of area (%)
buf_6          20                4.9
mux2_2        160                 39
dfxtp_1       128                 56
==> repair_timing <==
action / 4_1_cts / 5_1_grt
endpoints found under the setup margin: 32 / 16
gates resized: 158 / 10
endpoints found under the hold margin: 0 / 0
pin swaps: 0 / 0
==> sequential cells by signal, summed over array words and instances, names as in the netlist <==
name,flops
stage1_result,32
stage3_result,32
stage2_result,32
stage0_result,32
==> worst paths after layout <==
check                                          startpoint                        end  slack, ns  depth (start not counted)
worst max-delay path            stage3_result[24]$_DFF_P_                  o_port[8]       0.01                          2
worst max register to register   stage1_result[2]$_DFF_P_  stage2_result[30]$_DFF_P_       0.64                          1
worst min register to register  stage2_result[12]$_DFF_P_  stage3_result[20]$_DFF_P_       0.48                          1
worst min-delay path            stage2_result[12]$_DFF_P_  stage3_result[20]$_DFF_P_       0.48                          1
==> metal layers <==
layer	up-vias	GRT usage [%]	share of wire, %
met5	-	0	0
met2	59	17.94	47
met1	1198	15.03	48
met3	6	2.727	4.5
met4	0	2.009	1.3
li1	1303	-	-
==> critical path: stages (launching register included) <==
cell and delay [ns]:
dfxtp_2 0.33, mux2_4 0.27, buf_6 0.11
==> power by group <==
group / leakage [nW] / switching (mW) / total, mW / internal (mW)
logic: 1.25 / 0.330 / 1.25 / 0.916
clock network: 0.288 / 1.58 / 4.22 / 2.64
registers: 1.08 / 0.224 / 4.34 / 4.12
Power and IR drop assume default switching activity.
